==> ./design.v <==
`timescale 1ns / 1ps
module PE #(
    parameter KERNEL_SIZE       = 3,
            INPUT_TILE_SIZE   = 4,
            INPUT_DATA_WIDTH  = 8,
            KERNEL_DATA_WIDTH = 8,
            CHANNELS          = 3
)(
    input clk,
    input reset,
    input o_valid,  
    input signed [(KERNEL_SIZE * KERNEL_SIZE * KERNEL_DATA_WIDTH * CHANNELS) - 1 : 0] Kernel,
    input signed [(INPUT_TILE_SIZE * INPUT_TILE_SIZE * INPUT_DATA_WIDTH * CHANNELS) - 1 : 0] inpData,
    output reg signed[(INPUT_TILE_SIZE - KERNEL_SIZE + 1) * (INPUT_TILE_SIZE - KERNEL_SIZE + 1) * (KERNEL_DATA_WIDTH + INPUT_DATA_WIDTH + 13) - 1 : 0] outData,
    output reg finalCompute,
    output reg finalFlatten
    );
    localparam INPUT_TRANSFORMED_WIDTH = INPUT_DATA_WIDTH + 1;  
    localparam INPUT_TRANSFORMATION_WIDTH_FINAL = INPUT_TRANSFORMED_WIDTH + 1;
    localparam KERNEL_TRANSFORMED_WIDTH = KERNEL_DATA_WIDTH + 2;  
    localparam KERNEL_TRANSFORMATION_WIDTH_FINAL = KERNEL_TRANSFORMED_WIDTH + 2;
    localparam EWMM_WIDTH = KERNEL_TRANSFORMATION_WIDTH_FINAL + INPUT_TRANSFORMATION_WIDTH_FINAL;
    localparam OUTPUT_REG_WIDTH = EWMM_WIDTH + 2;
    localparam OUTPUT_REG_WIDTH_1 = OUTPUT_REG_WIDTH + 2;
    localparam OUTPUT_FINAL_WIDTH = (OUTPUT_REG_WIDTH_1 + CHANNELS - 1'b1) ;
    reg signed [KERNEL_DATA_WIDTH - 1 : 0] kernel_reg [KERNEL_SIZE - 1 : 0] [KERNEL_SIZE - 1 : 0] [CHANNELS - 1 : 0];  
    reg signed [INPUT_DATA_WIDTH - 1 : 0] input_reg [INPUT_TILE_SIZE - 1 : 0] [INPUT_TILE_SIZE - 1 : 0] [CHANNELS - 1 : 0];  
    reg signed [INPUT_TRANSFORMED_WIDTH - 1 : 0] input_temp_reg [INPUT_TILE_SIZE - 1 : 0] [INPUT_TILE_SIZE - 1 : 0] [CHANNELS - 1 : 0];  
    reg signed [INPUT_TRANSFORMATION_WIDTH_FINAL - 1 : 0] input_transformed_reg [INPUT_TILE_SIZE - 1 : 0] [INPUT_TILE_SIZE - 1 : 0] [CHANNELS - 1 : 0];  
    reg signed [KERNEL_TRANSFORMED_WIDTH - 1 : 0] kernel_temp_reg [INPUT_TILE_SIZE - 1 : 0] [KERNEL_SIZE - 1 : 0] [CHANNELS - 1 : 0];
    reg signed [KERNEL_TRANSFORMATION_WIDTH_FINAL - 1 : 0] kernel_transformed_reg [INPUT_TILE_SIZE - 1 : 0] [INPUT_TILE_SIZE - 1 : 0] [CHANNELS - 1 : 0];
    reg signed [EWMM_WIDTH -1 : 0] ewmm_reg [INPUT_TILE_SIZE - 1 : 0] [INPUT_TILE_SIZE - 1 : 0] [CHANNELS - 1 : 0];  
    reg signed [OUTPUT_REG_WIDTH - 1 : 0] output_reg1 [INPUT_TILE_SIZE - KERNEL_SIZE : 0] [INPUT_TILE_SIZE - 1 : 0] [CHANNELS - 1 : 0];
    reg signed [OUTPUT_REG_WIDTH_1 - 1 : 0] output_reg2 [INPUT_TILE_SIZE - KERNEL_SIZE : 0] [INPUT_TILE_SIZE - KERNEL_SIZE : 0] [CHANNELS - 1 : 0];
    reg signed [OUTPUT_FINAL_WIDTH - 1 : 0] output_final_reg [INPUT_TILE_SIZE - KERNEL_SIZE : 0] [INPUT_TILE_SIZE - KERNEL_SIZE : 0];
    reg signed [OUTPUT_FINAL_WIDTH - 1:0] temp_sum;
    reg LoadDone, TransStage1Done, TransStage2Done, ewmmDone, out1Done, out2Done;
    reg inpValid1, inpValid2, inpValid3, inpValid4, inpValid5, inpValid6;  
    integer i, j, k;  
    always @(posedge clk)
    begin
        if (reset)
        begin
            inpValid1 <= 1'b0;
            inpValid2 <= 1'b0;
            inpValid3 <= 1'b0;
            inpValid4 <= 1'b0;
            inpValid5 <= 1'b0;
            inpValid6 <= 1'b0;
        end
        else
        begin
            inpValid1 <= o_valid;
            inpValid2 <= inpValid1;
            inpValid3 <= inpValid2;
            inpValid4 <= inpValid3;
            inpValid5 <= inpValid4;
            inpValid6 <= inpValid5;
        end
    end
   always @(posedge clk)
    begin
        if(reset)
        begin
            LoadDone <= 1'b0;
            for (i = 0; i < KERNEL_SIZE; i = i + 1)
            begin
                for (j = 0; j < KERNEL_SIZE; j = j + 1)
                begin
                    for (k = 0; k < CHANNELS; k = k + 1)
                    begin
                        kernel_reg[i][j][k] <= 0;
                    end
                end
            end
        end
        else
        begin
            for (i = 0; i < KERNEL_SIZE; i = i + 1)
            begin
                for (j = 0; j < KERNEL_SIZE; j = j + 1)
                begin
                    for (k = 0; k < CHANNELS; k = k + 1)
                    begin
                        kernel_reg[i][j][k] <= Kernel[((k * KERNEL_SIZE * KERNEL_SIZE + i * KERNEL_SIZE + j) * KERNEL_DATA_WIDTH) +: KERNEL_DATA_WIDTH];
                    end
                end
            end
            LoadDone <= 1'b1;
        end
    end
    always @(posedge clk)
    begin
        if(reset)
        begin
            for (i = 0; i < INPUT_TILE_SIZE; i = i + 1)
            begin
                for (j = 0; j < INPUT_TILE_SIZE; j = j + 1)
                begin
                    for (k = 0; k < CHANNELS; k = k + 1)
                    begin
                        input_reg[i][j][k] <= 0;
                    end
                end
            end
        end
        else
        begin
            if (inpValid1)
            begin
                for (i = 0; i < INPUT_TILE_SIZE; i = i + 1)
                begin
                    for (j = 0; j < INPUT_TILE_SIZE; j = j + 1)
                    begin
                        for (k = 0; k < CHANNELS; k = k + 1)
                        begin
                            input_reg[i][j][k] <= inpData[((k * INPUT_TILE_SIZE * INPUT_TILE_SIZE + i * INPUT_TILE_SIZE + j) * INPUT_DATA_WIDTH) +: INPUT_DATA_WIDTH];
                        end
                    end
                end
            end
        end
    end
    always @(posedge clk)
    begin
        if (reset)
        begin
            for(k = 0; k < CHANNELS; k = k + 1)
            begin
                for(j = 0; j < INPUT_TILE_SIZE; j = j + 1)
                begin
                    for(i = 0; i < INPUT_TILE_SIZE; i = i + 1)
                    begin
                        input_temp_reg[i][j][k] <= 0;
                    end
                end
            end
        end
        else
        begin
            if (inpValid2)
            begin
                for(k = 0; k < CHANNELS; k = k + 1)
                begin
                    for(j = 0; j < INPUT_TILE_SIZE; j = j + 1)
                    begin
                        input_temp_reg[3][j][k] <= input_reg[3][j][k] - input_reg[1][j][k];
                        input_temp_reg[2][j][k] <= input_reg[2][j][k] + input_reg[1][j][k];
                        input_temp_reg[1][j][k] <= -input_reg[2][j][k] + input_reg[1][j][k];
                        input_temp_reg[0][j][k] <= input_reg[2][j][k] - input_reg[0][j][k];
                    end
                end
            end
        end
    end
    always @(posedge clk)
    begin
        if (reset)
        begin
            for(k = 0; k < CHANNELS; k = k + 1)
            begin
                for(j = 0; j < INPUT_TILE_SIZE; j = j + 1)
                begin
                    for(i = 0; i < INPUT_TILE_SIZE; i = i + 1)
                    begin
                        input_transformed_reg[j][i][k] <= 0;
                    end
                end
            end
        end
        else
        begin
            if (inpValid3)
            begin
                for(k = 0; k < CHANNELS; k = k + 1)
                begin
                    for(j = 0; j < INPUT_TILE_SIZE; j = j + 1)
                    begin
                        input_transformed_reg[j][3][k] <= input_temp_reg[j][3][k] - input_temp_reg[j][1][k];
                        input_transformed_reg[j][2][k] <= input_temp_reg[j][2][k] + input_temp_reg[j][1][k];
                        input_transformed_reg[j][1][k] <= -input_temp_reg[j][2][k] + input_temp_reg[j][1][k];
                        input_transformed_reg[j][0][k] <= input_temp_reg[j][2][k] - input_temp_reg[j][0][k];
                    end
                end
            end
        end
    end
    always @(posedge clk)
    begin
        if (reset)
        begin
            TransStage1Done <= 1'b0;
            for(k = 0; k < CHANNELS; k = k + 1)
            begin
                for(j = 0; j < KERNEL_SIZE; j = j + 1)
                begin
                    for(i = 0; i < INPUT_TILE_SIZE; i = i + 1)
                    begin
                        kernel_temp_reg[i][j][k] <= 0;
                    end
                end
            end
        end
        else
        begin
            for(k = 0; k < CHANNELS; k = k + 1)
            begin
                for(j = 0; j < KERNEL_SIZE; j = j + 1)
                begin
                    kernel_temp_reg[3][j][k] <= kernel_reg[2][j][k];
                    kernel_temp_reg[2][j][k] <= (kernel_reg[2][j][k] + kernel_reg[1][j][k] + kernel_reg[0][j][k]) >>> 1;
                    kernel_temp_reg[1][j][k] <= (kernel_reg[2][j][k] - kernel_reg[1][j][k] + kernel_reg[0][j][k]) >>> 1;
                    kernel_temp_reg[0][j][k] <= kernel_reg[0][j][k];
                end
            end
            if (LoadDone)
                TransStage1Done <= 1'b1;
        end
    end
    always @(posedge clk)
    begin
        if (reset)
        begin
            TransStage2Done <= 1'b0;
            for(k = 0; k < CHANNELS; k = k + 1)
            begin
                for(j = 0; j < INPUT_TILE_SIZE; j = j + 1)
                begin
                    for(i = 0; i < INPUT_TILE_SIZE; i = i + 1)
                    begin
                        kernel_transformed_reg[j][i][k] <= 0;
                    end
                end
            end
        end
        else
        begin
            for(k = 0; k < CHANNELS; k = k + 1)
            begin
                for(j = 0; j < INPUT_TILE_SIZE; j = j + 1)
                begin
                    kernel_transformed_reg[j][3][k] <= kernel_temp_reg[j][2][k];
                    kernel_transformed_reg[j][2][k] <= (kernel_temp_reg[j][2][k] + kernel_temp_reg[j][1][k] + kernel_temp_reg[j][0][k]) >>> 1;
                    kernel_transformed_reg[j][1][k] <= (kernel_temp_reg[j][2][k] - kernel_temp_reg[j][1][k] + kernel_temp_reg[j][0][k]) >>> 1;
                    kernel_transformed_reg[j][0][k] <= kernel_temp_reg[j][0][k];
                end
            end
            if (TransStage1Done)
                TransStage2Done <= 1'b1;
        end
    end
    always @(posedge clk)
    begin
        if (reset)
        begin
            ewmmDone <= 1'b0;
            for (k = 0; k < CHANNELS; k = k + 1)
            begin
                for (i = 0; i < INPUT_TILE_SIZE; i = i + 1)
                begin
                    for (j = 0; j < INPUT_TILE_SIZE; j = j + 1)
                    begin
                        ewmm_reg[i][j][k] <= 0;
                    end
                end
            end
        end
        else
        begin
            if (inpValid4)
            begin
                for (k = 0; k < CHANNELS; k = k + 1)
                begin
                    for (i = 0; i < INPUT_TILE_SIZE; i = i + 1)
                    begin
                        for (j = 0; j < INPUT_TILE_SIZE; j = j + 1)
                        begin
                            ewmm_reg[i][j][k] <= input_transformed_reg[i][j][k] * kernel_transformed_reg[i][j][k];
                        end
                    end
                end
                if (TransStage2Done)
                    ewmmDone <= 1'b1;
            end
        end
    end
    always @(posedge clk)
    begin
        if (reset)
        begin
            out1Done <= 1'b0;
            for (k = 0; k < CHANNELS; k = k + 1)
            begin
                for (j = 0; j < INPUT_TILE_SIZE; j = j + 1)
                begin
                    output_reg1[0][j][k] <= 0;
                    output_reg1[1][j][k] <= 0;
                end
            end
        end
        else
        begin
            if (inpValid5)
            begin
                for (k = 0; k < CHANNELS; k = k + 1)
                begin
                    for (j = 0; j < INPUT_TILE_SIZE; j = j + 1)
                    begin
                        output_reg1[1][j][k] <= ewmm_reg[1][j][k] + ewmm_reg[2][j][k] + ewmm_reg[3][j][k];
                        output_reg1[0][j][k] <= ewmm_reg[2][j][k] - ewmm_reg[1][j][k] - ewmm_reg[0][j][k];
                    end
                end
                if (ewmmDone)
                    out1Done <= 1'b1;
            end
        end
    end
    always @(posedge clk)
    begin
        if (reset)
        begin
            out2Done <= 1'b0;
            for (k = 0; k < CHANNELS; k = k + 1)
            begin
                for (j = 0; j < INPUT_TILE_SIZE - KERNEL_SIZE + 1; j = j + 1)
                begin
                    output_reg2[j][0][k] <= 0;
                    output_reg2[j][1][k] <= 0;
                end
            end
        end
        else
        begin
            if (inpValid6)
            begin
                for (k = 0; k < CHANNELS; k = k + 1)
                begin
                    for (j = 0; j < INPUT_TILE_SIZE - KERNEL_SIZE + 1; j = j + 1)
                    begin
                        output_reg2[j][1][k] <= output_reg1[j][3][k] + output_reg1[j][2][k] + output_reg1[j][1][k];
                        output_reg2[j][0][k] <= output_reg1[j][2][k] - output_reg1[j][1][k] - output_reg1[j][0][k];
                    end
                end
                if (out1Done)
                    out2Done <= 1'b1;
            end
        end
    end
    always @(posedge clk)
    begin
        if (reset)
        begin
            finalCompute <= 1'b0;
            for (i = 0; i < INPUT_TILE_SIZE - KERNEL_SIZE + 1; i = i + 1)
            begin
                for (j = 0; j < INPUT_TILE_SIZE - KERNEL_SIZE + 1; j = j + 1)
                begin
                        output_final_reg[i][j] <= 0;
                end
            end
        end
        else if (finalFlatten)
            output_final_reg[i][j] <= 0;
        else
        begin
            if (out2Done)
            begin
                for (i = 0; i < INPUT_TILE_SIZE - KERNEL_SIZE + 1; i = i + 1) 
                begin
                    for (j = 0; j < INPUT_TILE_SIZE - KERNEL_SIZE + 1; j = j + 1) begin
                        temp_sum = 0;
                        for (k = 0; k < CHANNELS; k = k + 1) begin
                            temp_sum = temp_sum + output_reg2[i][j][k];
                        end
                        output_final_reg[i][j] <= temp_sum;
                    end
                end
                finalCompute <= 1'b1;
            end
        end
    end
    always @(posedge clk)
    begin
        if (reset || finalFlatten)
        begin
            finalFlatten <= 1'b0;
        end
        else if (finalCompute)
        begin
            for (i = 0; i < INPUT_TILE_SIZE - KERNEL_SIZE + 1; i = i + 1)
            begin
                for (j = 0; j < INPUT_TILE_SIZE - KERNEL_SIZE + 1; j = j + 1)
                begin
                    outData[(i * (INPUT_TILE_SIZE - KERNEL_SIZE + 1) + j) * OUTPUT_FINAL_WIDTH +: OUTPUT_FINAL_WIDTH] <= output_final_reg[i][j];
                end
                finalFlatten <= 1'b1;
            end
        end
    end
endmodule
==> ./run.sh <==
#!/bin/bash
# OpenROAD 26Q1-2900-gdf79404cd8, Yosys 0.63+post, stock flow scripts
make -C /OpenROAD-flow-scripts/flow DESIGN_CONFIG=/design/flow/config.mk WORK_HOME=/design/flow/orfs finish
==> ./config.mk <==
export PLATFORM = sky130hd
export DESIGN_NAME = PE
export DESIGN_NICKNAME = PE
export VERILOG_FILES = /design/flow/design.v
export SDC_FILE = /design/flow/constraint.sdc
export NUM_CORES = 4
export LEC_CHECK = 1
export CORE_UTILIZATION = 30
==> ./constraint.sdc <==
current_design PE

set clk_period 88.5
set clk_io_pct 0.2

create_clock -name clk0 -period $clk_period [get_ports {clk}]

set non_clock_inputs [all_inputs -no_clocks]
set_input_delay [expr $clk_period * $clk_io_pct] -clock clk0 $non_clock_inputs
set_output_delay [expr $clk_period * $clk_io_pct] -clock clk0 [all_outputs]
==> Flow_metrics.wiki <==
== Flow metrics ==
{| class="wikitable"
! Metric !! Value
|-
| Total global routing track utilization || 22.85%
|-
| Clock-pin slew on the worst setup and hold paths || 0.06 ns
|-
| Number of register bits inferred by synthesis || 4255
|-
| Post-route DRC violation count || 0
|-
| Via count normalized by instance count || approximately 4.7
|-
| Layout area overhead || 11.82%
|-
| Sequential group share of total power || 34.1%
|-
| Post-detailed-placement half-perimeter wirelength || 1288000 µm
|-
| Post-Syn Area per Cell || 9.019 µm²
|-
| Required time at the worst-slack endpoint || 89.50 ns
|-
| Number of cells in Yosys stat || 44950
|-
| Count of buffers from port buffering || 716
|-
| Most used cells in the layout excluding fill and tap cells || inv_1 (7932), fa_1 (5070), nor2_1 (4528), ha_1 (4050), dfxtp_1 (4025)
|-
| Number of iterations in the first detailed-routing pass || 6
|-
| Worst Hold Class || register to register
|-
| Yosys Chip Area || 405400 µm²
|-
| FMAX || roughly 45 MHz
|-
| Number of DRC violations after detailed-routing iteration 0 || 17480
|-
| Commonest flop || dfxtp_1
|-
| Remaining Overflow, GRT || 0
|-
| Arrival time reported for the critical path endpoint || 23.24 ns
|-
| Count of final max-slew check failures || 0
|-
| Tally of unique sky130hd cells used after synthesis || 97
|-
| Flip-flops with a built-in enable || 224
|-
| Detailed-route via count || approximately 300k
|-
| DIE HEIGHT || 1164 µm
|-
| Hold buffer count at CTS || 0
|-
| Num rows || 426
|-
| Ys async rst share || 0%
|-
| Die X-Extent || roughly 1200 µm
|-
| Cells after synthesis || ~45000
|-
| Clock tree from TritonCTS || done
|-
| Number of warnings in the stage logs || between 400 and 500
|-
| Setup slack of the critical path after layout || about 66 ns
|-
| Accumulated negative setup slack || 0 ns
|-
| Final wirelength || 1490000 µm
|-
| Root buffer selected by CTS || clkbuf_16
|-
| LEAKAGE || between 0.2 and 0.25 µW
|-
| Comb pwr share || between 30% and 40%
|-
| VDD IR max || 0.00001565 V
|-
| Layout Skew || 0.2655 ns
|-
| Sequential element share of the synthesized area || 21.57%
|-
| Total number of yosys warnings || between 300 and 400
|-
| Max_cap viols || 0
|-
| Category of the worst setup path capture point || register
|-
| Number of flip-flops in the largest register || approximately 900
|-
| Clock buffer count from CTS || 530
|-
| Number of antenna violations at the first check in global routing || 258
|-
| Placement Setup Slack || 65.23 ns
|-
| Power Density || 14.74 nW/µm²
|-
| Relative slew margins || 23.12%
|-
| Setup Fix Bufs, Post-CTS || 0
|-
| First-pass GRT wire length || 2131000 µm
|-
| Number of sinks on the clock net || between 4000 and 5000
|-
| H-Tree Level Count || 6
|-
| Final routed wire length divided by cell count || 23.35 µm
|-
| NetSw || 2488 µW
|-
| Slew of the pin with the lowest slew margin || ~1.1 ns
|-
| Area of the mapped netlist || 405400 µm²
|-
| Cell Int Power || ~4200 µW
|-
| Placeable core area || between 1000000 and 1500000 µm²
|-
| Bufs on Longest Clock Path || 5
|-
| Number of primary I/O pins || 721
|-
| Total power || 6681 µW
|-
| Total Die Area || 1356000 µm²
|-
| Most frequent logic cell in the layout || inv_1
|-
| Hold Violations, Final || 0
|-
| RD Place Congestion || 1.105
|-
| Post-detailed-route count of antenna-violating nets || 0
|-
| Ratio of cells with drive above 1 in the final layout || under 10%
|-
| Pin count of the biggest net entering global routing || 133
|-
| Tmin final || 22.24 ns
|-
| Switching power as a share of total power || 37.24%
|-
| Starting Density || 30.11%
|-
| Final-layout fill cell count || approximately 140k
|-
| Maximum fanout along the worst path || 76
|-
| Via count of the first global-routing pass || 295800
|-
| Share of total power in the clock network || 35.0%
|-
| Type of the setup path with the least slack || input pin to register
|-
| Post-route core utilization || 33.67%
|-
| Setup violation total in the final timing report || 0
|-
| Post-cts repair resize count || 0
|-
| Share of the clock period used by the worst path after layout || 25.13%
|-
| Clock latency of the later-clocked register in the worst-skew pair || 1.19 ns
|-
| Outcome || completed
|-
| Startpoint type of the worst setup path || input pin
|-
| Unrepaired setup endpoints after global routing || no
|}
[cell usage after synthesis (30+ instances only)]
| library cell | n | share of area [%] |
|---|---|---|
| and2_1 | 2109 | 3.3 |
| nand4_1 | 53 | 0.082 |
| nand2b_1 | 548 | 0.85 |
| o21bai_1 | 313 | 0.58 |
| o21a_1 | 146 | 0.27 |
| mux2i_1 | 1470 | 3.6 |
| clkbuf_1 | 1433 | 1.3 |
| xnor2_1 | 1636 | 3.5 |
| nor3b_1 | 61 | 0.11 |
| nor2b_1 | 720 | 1.1 |
| or3_1 | 63 | 0.097 |
| a21o_1 | 839 | 1.6 |
| a21boi_0 | 128 | 0.24 |
| fa_1 | 5070 | 25 |
| edfxtp_1 | 224 | 1.7 |
| a2111oi_0 | 77 | 0.17 |
| a211oi_1 | 644 | 1.2 |
| a31oi_1 | 152 | 0.23 |
| o21ai_0 | 1311 | 1.6 |
| a311oi_1 | 55 | 0.12 |
| a21oi_1 | 1831 | 2.3 |
| or2_2 | 52 | 0.080 |
| a41oi_1 | 30 | 0.065 |
| nor3_1 | 514 | 0.63 |
| buf_1 | 153 | 0.14 |
| xor2_1 | 629 | 1.4 |
| ha_1 | 4050 | 13 |
| a211o_1 | 36 | 0.078 |
| o211ai_1 | 102 | 0.19 |
| and3_1 | 176 | 0.27 |
| dfxtp_1 | 4031 | 20 |
| nand3b_1 | 40 | 0.074 |
| inv_1 | 7935 | 7.3 |
| o31a_1 | 45 | 0.097 |
| o31ai_1 | 39 | 0.072 |
| nand3_1 | 318 | 0.39 |
| nor2_1 | 4533 | 4.2 |
| nand2_1 | 2937 | 2.7 |
[path summary, 6_finish.rpt]
check	startpoint	to	slack [ns]	depth (start not counted)
max	reset	input_reg[20][7]$_SDFFE_PP0P_	66.26	9
min	kernel_reg[1][0]$_SDFF_PP0_	kernel_temp_reg[1][0]$_SDFF_PP0_	0.39	1
max reg2reg	inpValid4$_SDFF_PP0_	ewmm_reg[29][17]$_SDFFE_PP0P_	81.10	11
min reg2reg	kernel_reg[1][0]$_SDFF_PP0_	kernel_temp_reg[1][0]$_SDFF_PP0_	0.39	1
[layer usage]
metal	wire, µm	vias up	global-route usage, %
met2	571400	9165	30.35
met3	210500	2040	13.40
met4	94480	90	10.62
li1	-	142900	-
met5	2058	-	0.8544
met1	611600	143000	30.00
[final cells by class]
| cell class | instances | area, µm² | share of cell area (%) |
|---|---|---|---|
| well taps | 17980 | 22490 | 4.962 |
| inverters | 7951 | 29870 | 6.590 |
| multi-input cells | 31160 | 282300 | 62.28 |
| clock inverters | 255 | 3476 | 0.7668 |
| diodes | 138 | 345.3 | 0.07618 |
| flip-flops and latches | 4255 | 87450 | 19.29 |
| repair buffers | 1394 | 12370 | 2.730 |
| clock buffers | 699 | 14960 | 3.301 |
[critical path: stages]
cell	delay (ns)
buf_16	0.26
buf_4	0.70
buf_4	0.69
buf_4	0.65
buf_4	0.60
buf_4	0.68
buf_4	0.65
buf_4	0.76
nor2_1	0.11
[cell families after synthesis]
group,after synthesis,synth area share (%)
adders and majority gates,9120,37.54
AOI/OAI and AO/OA,6049,9.399
buffers and inverters,9542,8.839
xor gates and xnor gates,2265,4.894
muxes,1478,3.652
DFF,4255,21.57
other,1,0.0009251
and+or+nand+nor,12240,14.11
[power groups by stage]
stage	clock network, µW	logic [µW]	registers, µW
final	2340	2060	2280
after global routing	2450	2300	2290
after CTS	2380	2050	2280
[stage by stage]
step	std cells	hold WS, ns	instance area, µm²
after floorplan	44950	0.4003	405400
after global placement	62730	0.4269	434500
after detailed placement	62730	0.4241	434500
after CTS	63690	0.3983	452900
after global routing	63750	0.4335	453100
final	63820	0.3867	453300
Power is estimated from default activity; no workload was simulated.
