File: /design/flow/design.v
`timescale 1ns / 1ps
module PE_new #( 
    parameter KERNEL_SIZE       = 3,
    INPUT_TILE_SIZE   = 4,
    INPUT_DATA_WIDTH  = 8,
    KERNEL_DATA_WIDTH = 8,
    CHANNELS          = 3
)(
    input clk,
    input reset,
    input signed [(KERNEL_SIZE * KERNEL_SIZE * KERNEL_DATA_WIDTH * CHANNELS) - 1 : 0] Kernel,
    input signed [(INPUT_TILE_SIZE * INPUT_TILE_SIZE * INPUT_DATA_WIDTH * CHANNELS) - 1 : 0] inpData,
    output reg signed[(INPUT_TILE_SIZE - KERNEL_SIZE + 1) * (INPUT_TILE_SIZE - KERNEL_SIZE + 1) * (KERNEL_DATA_WIDTH + INPUT_DATA_WIDTH + 13) - 1 : 0] outData,
    output reg finalCompute
);
    localparam INPUT_TRANSFORMED_WIDTH = INPUT_DATA_WIDTH + 1;  
    localparam INPUT_TRANSFORMATION_WIDTH_FINAL = INPUT_TRANSFORMED_WIDTH + 1;
    localparam KERNEL_TRANSFORMED_WIDTH = KERNEL_DATA_WIDTH + 3;  
    localparam KERNEL_TRANSFORMATION_WIDTH_FINAL = KERNEL_TRANSFORMED_WIDTH + 3;
    localparam EWMM_WIDTH = INPUT_TRANSFORMED_WIDTH + KERNEL_TRANSFORMED_WIDTH;
    localparam OUTPUT_REG_WIDTH = EWMM_WIDTH + 2;
    localparam OUTPUT_REG_WIDTH_1 = OUTPUT_REG_WIDTH + 2;
    localparam OUTPUT_FINAL_WIDTH = OUTPUT_REG_WIDTH_1 + 1;
    localparam INT_BITS = 8;
    localparam FRAC_BITS = 8;
    localparam TOTAL_BITS = INT_BITS + FRAC_BITS;
    localparam signed [TOTAL_BITS-1:0] HALF = 16'h0080; 
    reg signed [KERNEL_DATA_WIDTH - 1 : 0] kernel_reg [KERNEL_SIZE - 1 : 0] [KERNEL_SIZE - 1 : 0] [CHANNELS - 1 : 0];  
    reg signed [INPUT_DATA_WIDTH - 1 : 0] input_reg [INPUT_TILE_SIZE - 1 : 0] [INPUT_TILE_SIZE - 1 : 0] [CHANNELS - 1 : 0];  
    reg signed [TOTAL_BITS-1:0] kernel_fixed [KERNEL_SIZE - 1 : 0] [KERNEL_SIZE - 1 : 0] [CHANNELS - 1 : 0];
    reg signed [TOTAL_BITS-1:0] kernel_temp_fixed [INPUT_TILE_SIZE - 1 : 0] [KERNEL_SIZE - 1 : 0] [CHANNELS - 1 : 0];
    reg signed [TOTAL_BITS-1:0] kernel_transformed_fixed [INPUT_TILE_SIZE - 1 : 0] [INPUT_TILE_SIZE - 1 : 0] [CHANNELS - 1 : 0];
    reg signed [INPUT_TRANSFORMED_WIDTH - 1 : 0] input_temp_reg [INPUT_TILE_SIZE - 1 : 0] [INPUT_TILE_SIZE - 1 : 0] [CHANNELS - 1 : 0];
    reg signed [INPUT_TRANSFORMATION_WIDTH_FINAL - 1 : 0] input_transformed_reg [INPUT_TILE_SIZE - 1 : 0] [INPUT_TILE_SIZE - 1 : 0] [CHANNELS - 1 : 0];
    reg signed [EWMM_WIDTH + FRAC_BITS - 1 : 0] ewmm_reg [INPUT_TILE_SIZE - 1 : 0] [INPUT_TILE_SIZE - 1 : 0] [CHANNELS - 1 : 0];  
    reg signed [OUTPUT_REG_WIDTH - 1 : 0] output_reg1 [INPUT_TILE_SIZE - KERNEL_SIZE : 0] [INPUT_TILE_SIZE - 1 : 0] [CHANNELS - 1 : 0];
    reg signed [OUTPUT_REG_WIDTH_1 - 1 : 0] output_reg2 [INPUT_TILE_SIZE - KERNEL_SIZE : 0] [INPUT_TILE_SIZE - KERNEL_SIZE : 0] [CHANNELS - 1 : 0];
    reg signed [OUTPUT_FINAL_WIDTH - 1 : 0] output_final_reg [INPUT_TILE_SIZE - KERNEL_SIZE : 0] [INPUT_TILE_SIZE - KERNEL_SIZE : 0];
    reg LoadDone, TransStage1Done, TransStage2Done, ewmmDone, out1Done, out2Done;
    integer i, j, k;  
    always @(posedge clk)
    begin
        if(reset)
        begin
            LoadDone <= 1'b0;
            for (i = 0; i < KERNEL_SIZE; i = i + 1)
            begin
                for (j = 0; j < KERNEL_SIZE; j = j + 1)
                begin
                    for (k = 0; k < CHANNELS; k = k + 1)
                    begin
                        kernel_reg[i][j][k] <= 0;
                        kernel_fixed[i][j][k] <= 0;
                    end
                end
            end
        end
        else
        begin
            for (i = 0; i < KERNEL_SIZE; i = i + 1)
            begin
                for (j = 0; j < KERNEL_SIZE; j = j + 1)
                begin
                    for (k = 0; k < CHANNELS; k = k + 1)
                    begin
                        kernel_reg[i][j][k] <= Kernel[((k * KERNEL_SIZE * KERNEL_SIZE + i * KERNEL_SIZE + j) * KERNEL_DATA_WIDTH) +: KERNEL_DATA_WIDTH];
                        kernel_fixed[i][j][k] <= Kernel[((k * KERNEL_SIZE * KERNEL_SIZE + i * KERNEL_SIZE + j) * KERNEL_DATA_WIDTH) +: KERNEL_DATA_WIDTH] << FRAC_BITS;
                    end
                end
            end
            LoadDone <= 1'b1;
        end
    end
    always @(posedge clk)
    begin
        if(reset)
        begin
            for (i = 0; i < INPUT_TILE_SIZE; i = i + 1)
            begin
                for (j = 0; j < INPUT_TILE_SIZE; j = j + 1)
                begin
                    for (k = 0; k < CHANNELS; k = k + 1)
                    begin
                        input_reg[i][j][k] <= 0;
                    end
                end
            end
        end
        else
        begin
            for (i = 0; i < INPUT_TILE_SIZE; i = i + 1)
            begin
                for (j = 0; j < INPUT_TILE_SIZE; j = j + 1)
                begin
                    for (k = 0; k < CHANNELS; k = k + 1)
                    begin
                        input_reg[i][j][k] <= inpData[((k * INPUT_TILE_SIZE * INPUT_TILE_SIZE + i * INPUT_TILE_SIZE + j) * INPUT_DATA_WIDTH) +: INPUT_DATA_WIDTH];
                    end
                end
            end
        end
    end
    always @(posedge clk)
    begin
        if (reset)
        begin
            for(k = 0; k < CHANNELS; k = k + 1)
            begin
                for(j = 0; j < INPUT_TILE_SIZE; j = j + 1)
                begin
                    for(i = 0; i < INPUT_TILE_SIZE; i = i + 1)
                    begin
                        input_temp_reg[i][j][k] <= 0;
                    end
                end
            end
        end
        else
        begin
            for(k = 0; k < CHANNELS; k = k + 1)
            begin
                for(j = 0; j < INPUT_TILE_SIZE; j = j + 1)
                begin
                    input_temp_reg[3][j][k] <= input_reg[3][j][k] - input_reg[1][j][k];
                    input_temp_reg[2][j][k] <= input_reg[2][j][k] + input_reg[1][j][k];
                    input_temp_reg[1][j][k] <= -input_reg[2][j][k] + input_reg[1][j][k];
                    input_temp_reg[0][j][k] <= input_reg[2][j][k] - input_reg[0][j][k];
                end
            end
        end
    end
    always @(posedge clk)
    begin
        if (reset)
        begin
            for(k = 0; k < CHANNELS; k = k + 1)
            begin
                for(j = 0; j < INPUT_TILE_SIZE; j = j + 1)
                begin
                    for(i = 0; i < INPUT_TILE_SIZE; i = i + 1)
                    begin
                        input_transformed_reg[j][i][k] <= 0;
                    end
                end
            end
        end
        else
        begin
            for(k = 0; k < CHANNELS; k = k + 1)
            begin
                for(j = 0; j < INPUT_TILE_SIZE; j = j + 1)
                begin
                    input_transformed_reg[j][3][k] <= input_temp_reg[j][3][k] - input_temp_reg[j][1][k];
                    input_transformed_reg[j][2][k] <= input_temp_reg[j][2][k] + input_temp_reg[j][1][k];
                    input_transformed_reg[j][1][k] <= -input_temp_reg[j][2][k] + input_temp_reg[j][1][k];
                    input_transformed_reg[j][0][k] <= input_temp_reg[j][2][k] - input_temp_reg[j][0][k];
                end
            end
        end
    end
    always @(posedge clk)
    begin
        if (reset)
        begin
            TransStage1Done <= 1'b0;
            for(k = 0; k < CHANNELS; k = k + 1)
            begin
                for(j = 0; j < KERNEL_SIZE; j = j + 1)
                begin
                    for(i = 0; i < INPUT_TILE_SIZE; i = i + 1)
                    begin
                        kernel_temp_fixed[i][j][k] <= 0;
                    end
                end
            end
        end
        else
        begin
            for(k = 0; k < CHANNELS; k = k + 1)
            begin
                for(j = 0; j < KERNEL_SIZE; j = j + 1)
                begin
                    kernel_temp_fixed[0][j][k] <= kernel_fixed[0][j][k];
                    kernel_temp_fixed[1][j][k] <= 
                        ((kernel_fixed[0][j][k] * HALF) >> FRAC_BITS) + 
                        ((kernel_fixed[1][j][k] * HALF) >> FRAC_BITS) + 
                        ((kernel_fixed[2][j][k] * HALF) >> FRAC_BITS);
                    kernel_temp_fixed[2][j][k] <= 
                        ((kernel_fixed[0][j][k] * HALF) >> FRAC_BITS) + 
                        (((-kernel_fixed[1][j][k]) * HALF) >> FRAC_BITS) + 
                        ((kernel_fixed[2][j][k] * HALF) >> FRAC_BITS);
                    kernel_temp_fixed[3][j][k] <= kernel_fixed[2][j][k];
                end
            end
            if (LoadDone)
                TransStage1Done <= 1'b1;
        end
    end
    always @(posedge clk)
    begin
        if (reset)
        begin
            TransStage2Done <= 1'b0;
            for(k = 0; k < CHANNELS; k = k + 1)
            begin
                for(j = 0; j < INPUT_TILE_SIZE; j = j + 1)
                begin
                    for(i = 0; i < INPUT_TILE_SIZE; i = i + 1)
                    begin
                        kernel_transformed_fixed[j][i][k] <= 0;
                    end
                end
            end
        end
        else
        begin
            for(k = 0; k < CHANNELS; k = k + 1)
            begin
                for(j = 0; j < INPUT_TILE_SIZE; j = j + 1)
                begin
                    kernel_transformed_fixed[j][0][k] <= kernel_temp_fixed[j][0][k];
                    kernel_transformed_fixed[j][1][k] <= 
                        ((kernel_temp_fixed[j][0][k] * HALF) >> FRAC_BITS) + 
                        ((kernel_temp_fixed[j][1][k] * HALF) >> FRAC_BITS) + 
                        ((kernel_temp_fixed[j][2][k] * HALF) >> FRAC_BITS);
                    kernel_transformed_fixed[j][2][k] <= 
                        ((kernel_temp_fixed[j][0][k] * HALF) >> FRAC_BITS) + 
                        (((-kernel_temp_fixed[j][1][k]) * HALF) >> FRAC_BITS) + 
                        ((kernel_temp_fixed[j][2][k] * HALF) >> FRAC_BITS);
                    kernel_transformed_fixed[j][3][k] <= kernel_temp_fixed[j][2][k];
                end
            end
            if (TransStage1Done)
                TransStage2Done <= 1'b1;
        end
    end
    always @(posedge clk)
    begin
        if (reset)
        begin
            ewmmDone <= 1'b0;
            for (k = 0; k < CHANNELS; k = k + 1)
            begin
                for (i = 0; i < INPUT_TILE_SIZE; i = i + 1)
                begin
                    for (j = 0; j < INPUT_TILE_SIZE; j = j + 1)
                    begin
                        ewmm_reg[i][j][k] <= 0;
                    end
                end
            end
        end
        else
        begin
            for (k = 0; k < CHANNELS; k = k + 1)
            begin
                for (i = 0; i < INPUT_TILE_SIZE; i = i + 1)
                begin
                    for (j = 0; j < INPUT_TILE_SIZE; j = j + 1)
                    begin
                        ewmm_reg[i][j][k] <= (input_transformed_reg[i][j][k] << FRAC_BITS) * kernel_transformed_fixed[i][j][k];
                    end
                end
            end
            if (TransStage2Done)
                ewmmDone <= 1'b1;
        end
    end
    always @(posedge clk)
    begin
        if (reset)
        begin
            out1Done <= 1'b0;
            for (k = 0; k < CHANNELS; k = k + 1)
            begin
                for (j = 0; j < INPUT_TILE_SIZE; j = j + 1)
                begin
                    output_reg1[0][j][k] <= 0;
                    output_reg1[1][j][k] <= 0;
                end
            end
        end
        else
        begin
            for (k = 0; k < CHANNELS; k = k + 1)
            begin
                for (j = 0; j < INPUT_TILE_SIZE; j = j + 1)
                begin
                    output_reg1[1][j][k] <= (ewmm_reg[1][j][k] + ewmm_reg[2][j][k] + ewmm_reg[3][j][k]) >> FRAC_BITS;
                    output_reg1[0][j][k] <= (ewmm_reg[2][j][k] - ewmm_reg[1][j][k] - ewmm_reg[0][j][k]) >> FRAC_BITS;
                end
            end
            if (ewmmDone)
                out1Done <= 1'b1;
        end
    end
    always @(posedge clk)
    begin
        if (reset)
        begin
            out2Done <= 1'b0;
            for (k = 0; k < CHANNELS; k = k + 1)
            begin
                for (j = 0; j < INPUT_TILE_SIZE - KERNEL_SIZE + 1; j = j + 1)
                begin
                    output_reg2[j][0][k] <= 0;
                    output_reg2[j][1][k] <= 0;
                end
            end
        end
        else
        begin
            for (k = 0; k < CHANNELS; k = k + 1)
            begin
                for (j = 0; j < INPUT_TILE_SIZE - KERNEL_SIZE + 1; j = j + 1)
                begin
                    output_reg2[j][1][k] <= output_reg1[j][3][k] + output_reg1[j][2][k] + output_reg1[j][1][k];
                    output_reg2[j][0][k] <= output_reg1[j][2][k] - output_reg1[j][1][k] - output_reg1[j][0][k];
                end
            end
            if (out1Done)
                out2Done <= 1'b1;
        end
    end
    always @(posedge clk)
    begin
        if (reset)
        begin
            finalCompute <= 1'b0;
            for (i = 0; i < INPUT_TILE_SIZE - KERNEL_SIZE + 1; i = i + 1)
            begin
                for (j = 0; j < INPUT_TILE_SIZE - KERNEL_SIZE + 1; j = j + 1)
                begin
                    output_final_reg[i][j] <= 0;
                end
            end
        end
        else
        begin
            if (out2Done)
            begin
                for (i = 0; i < INPUT_TILE_SIZE - KERNEL_SIZE + 1; i = i + 1)
                begin
                    for (j = 0; j < INPUT_TILE_SIZE - KERNEL_SIZE + 1; j = j + 1)
                    begin
                        output_final_reg[i][j] <= 0;  
                        for (k = 0; k < CHANNELS; k = k + 1)
                        begin
                            output_final_reg[i][j] <= output_final_reg[i][j] + output_reg2[i][j][k];
                        end
                    end
                end
                finalCompute <= 1'b1;
            end
        end
    end
    always @(posedge clk)
    begin
        if (reset)
        begin
            for (i = 0; i < (INPUT_TILE_SIZE - KERNEL_SIZE + 1) * (INPUT_TILE_SIZE - KERNEL_SIZE + 1); i = i + 1)
            begin
                outData[i * (KERNEL_DATA_WIDTH + INPUT_DATA_WIDTH + 13) +: (KERNEL_DATA_WIDTH + INPUT_DATA_WIDTH + 13)] <= 0;
            end
        end
        else if (finalCompute)
        begin
            for (i = 0; i < INPUT_TILE_SIZE - KERNEL_SIZE + 1; i = i + 1)
            begin
                for (j = 0; j < INPUT_TILE_SIZE - KERNEL_SIZE + 1; j = j + 1)
                begin
                    outData[((i * (INPUT_TILE_SIZE - KERNEL_SIZE + 1) + j) * (KERNEL_DATA_WIDTH + INPUT_DATA_WIDTH + 13)) +: (KERNEL_DATA_WIDTH + INPUT_DATA_WIDTH + 13)] <= output_final_reg[i][j];
                end
            end
        end
    end
endmodule
File: /design/flow/run.sh
#!/bin/bash
# OpenROAD 26Q1-2900-gdf79404cd8, Yosys 0.63+post, stock flow scripts
make -C /OpenROAD-flow-scripts/flow DESIGN_CONFIG=/design/flow/config.mk WORK_HOME=/design/flow/orfs finish
File: /design/flow/config.mk
export PLATFORM = sky130hd
export DESIGN_NAME = PE_new
export DESIGN_NICKNAME = PE_new
export VERILOG_FILES = /design/flow/design.v
export SDC_FILE = /design/flow/constraint.sdc
export NUM_CORES = 4
export LEC_CHECK = 1
export CORE_UTILIZATION = 30
File: /design/flow/constraint.sdc
current_design PE_new

set clk_period 7.1
set clk_io_pct 0.2

create_clock -name clk0 -period $clk_period [get_ports {clk}]

set non_clock_inputs [all_inputs -no_clocks]
set_input_delay [expr $clk_period * $clk_io_pct] -clock clk0 $non_clock_inputs
set_output_delay [expr $clk_period * $clk_io_pct] -clock clk0 [all_outputs]
==> flow_summary.html <==
<h3>Flow metrics</h3>
<table>
<tr><th>Metric</th><th>Value</th></tr>
<tr><th colspan="2">Synthesis</th></tr>
<tr><td>Leading register cell type out of synthesis</td><td>sky130_fd_sc_hd__dfxtp_1</td></tr>
<tr><td>Yosys Instances</td><td>7818</td></tr>
<tr><td>Post-Synthesis Mean Instance Area</td><td>9.49 um2</td></tr>
<tr><td>Share of the yosys chip area belonging to registers</td><td>28.6%</td></tr>
<tr><td>Largest cells by area</td><td>sky130_fd_sc_hd__dfxtp_1 29%, sky130_fd_sc_hd__ha_1 21%, sky130_fd_sc_hd__fa_1 14%</td></tr>
<tr><td>Area share, top type</td><td>28.6%</td></tr>
<tr><td>Count of distinct cell types in the synthesized netlist</td><td>74</td></tr>
<tr><td>Most used standard cells in the synthesized netlist</td><td>1224 x sky130_fd_sc_hd__ha_1, 1084 x sky130_fd_sc_hd__inv_1, 1061 x sky130_fd_sc_hd__dfxtp_1</td></tr>
<tr><td>Netlist area before placement</td><td>74200 um2</td></tr>
<tr><td>Leading area contributor after synthesis</td><td>sky130_fd_sc_hd__dfxtp_1</td></tr>
<tr><td>Synth flops</td><td>1061</td></tr>
<tr><td>Chip area from the yosys synthesis statistics</td><td>74200 um2</td></tr>
<tr><td>Most popular library cell in the synthesized design by count</td><td>sky130_fd_sc_hd__ha_1</td></tr>
<tr><td>Number of instances in the synthesized netlist</td><td>7818</td></tr>
<tr><td>Number of warning messages in the yosys log</td><td>12</td></tr>
<tr><td>Fraction of registers with async set/reset</td><td>0%</td></tr>
<tr><td>Number of enable flip-flop cells</td><td>0</td></tr>
<tr><th colspan="2">Final timing</th></tr>
<tr><td>Setup repair after global routing missed its margin</td><td>false</td></tr>
<tr><td>Rel. slew slack</td><td>31.1%</td></tr>
<tr><td>Final period util</td><td>74.5%</td></tr>
<tr><td>Post-Route Skew</td><td>0.0536 ns</td></tr>
<tr><td>Worst slew pin tran</td><td>1.03 ns</td></tr>
<tr><td>Setup slack after layout</td><td>1.81 ns</td></tr>
<tr><td>Final setup violating endpoints</td><td>0</td></tr>
<tr><td>Min cycle time layout</td><td>5.29 ns</td></tr>
<tr><td>Top achievable clock speed</td><td>189 MHz</td></tr>
<tr><td>Final total negative setup slack</td><td>0 ns</td></tr>
<tr><td>Slew Viols, Final</td><td>0</td></tr>
<tr><td>Final hold violations</td><td>0</td></tr>
<tr><th colspan="2">Power and ir drop</th></tr>
<tr><td>Static leakage</td><td>40.2 nW</td></tr>
<tr><td>Peak VDD IR</td><td>262 uV</td></tr>
<tr><td>Pwr dens</td><td>293 nW/um2</td></tr>
<tr><th colspan="2">Floorplan</th></tr>
<tr><td>Count of boundary I/O pins</td><td>719</td></tr>
<tr><td>Die extent in x</td><td>499 um</td></tr>
<tr><td>Core region area</td><td>246000 um2</td></tr>
<tr><td>Row count</td><td>182</td></tr>
<tr><td>Die height</td><td>499 um</td></tr>
<tr><td>Area of the die</td><td>249000 um2</td></tr>
<tr><td>Initial cell density of the core</td><td>30.2%</td></tr>
<tr><th colspan="2">Worst setup path</th></tr>
<tr><td>Register-to-register setup slack</td><td>1.81 ns</td></tr>
<tr><td>Req. time, crit path</td><td>7.73 ns</td></tr>
<tr><td>Category of the worst setup path capture point</td><td>flop</td></tr>
<tr><td>Critical path peak fanout</td><td>19</td></tr>
<tr><td>Worst setup SP type</td><td>flop</td></tr>
<tr><td>Number of cells on the worst reg-to-reg path</td><td>19</td></tr>
<tr><td>Worst path arrival time</td><td>5.92 ns</td></tr>
<tr><td>Startpoint of the worst register-to-register path</td><td>kernel_transformed_fixed[18][7]$_SDFF_PP0_</td></tr>
<tr><td>CP Class</td><td>reg2reg</td></tr>
<tr><td>End of the worst register-to-register path</td><td>ewmm_reg[30][27]$_SDFF_PP0_</td></tr>
<tr><th colspan="2">Cells and area</th></tr>
<tr><td>Filler cells</td><td>24300</td></tr>
<tr><td>Layout area overhead</td><td>13.4%</td></tr>
<tr><td>Area of combinational cells with multiple inputs</td><td>48000 um2</td></tr>
<tr><td>Final non-filler cell area</td><td>84100 um2</td></tr>
<tr><td>Final Non-Filler Cells</td><td>11400</td></tr>
<tr><td>Fraction of final layout cells with drive strength greater than 1</td><td>3.16%</td></tr>
<tr><td>Area of all sequential standard cells</td><td>21200 um2</td></tr>
<tr><td>Flip-flop count of the largest register, all copies and words added</td><td>201</td></tr>
<tr><th colspan="2">Clock network</th></tr>
<tr><td>Post-CTS Resized</td><td>0</td></tr>
<tr><td>Clock network latency to the later pin of the worst-skew pair</td><td>0.78 ns</td></tr>
<tr><td>Clock buffers created by TritonCTS</td><td>116</td></tr>
<tr><td>Maximum buffer depth of the clock tree</td><td>3</td></tr>
<tr><td>Clock tree root driver cell</td><td>sky130_fd_sc_hd__clkbuf_16</td></tr>
<tr><td>Clock-pin slew reported for the worst setup and hold paths after clock tree synthesis</td><td>0.06 ns</td></tr>
<tr><td>TritonCTS clock tree</td><td>done</td></tr>
<tr><td>H-tree depth</td><td>3</td></tr>
<tr><td>CTS Hold Buffers Added</td><td>0</td></tr>
<tr><td>Sinks on Clock Net</td><td>1061</td></tr>
<tr><td>Number of buffers inserted by post-CTS setup repair</td><td>0</td></tr>
<tr><th colspan="2">Global route</th></tr>
<tr><td>M3 GR Usage</td><td>3.90%</td></tr>
<tr><td>Sum of overflow across all layers after global routing</td><td>0</td></tr>
<tr><td>Number of global-route vias before repair</td><td>48200</td></tr>
<tr><td>Most crowded layer after global routing</td><td>met1</td></tr>
<tr><td>Met2 global-route usage</td><td>21.2%</td></tr>
<tr><td>First-pass GRT wire length</td><td>278000 um</td></tr>
<tr><td>Met1 capacity usage during global routing</td><td>22.8%</td></tr>
<tr><td>Total global routing track utilization</td><td>14.9%</td></tr>
<tr><td>Number of antenna violations at the first check in global routing</td><td>9</td></tr>
<tr><td>Largest net degree at the start of global routing</td><td>173</td></tr>
<tr><th colspan="2">Hold path</th></tr>
<tr><td>Start point of the worst min-delay path</td><td>kernel_temp_fixed[6][10]$_SDFF_PP0_</td></tr>
<tr><td>Number of stages on the worst hold path</td><td>1</td></tr>
<tr><td>Hold Crit Endpoint</td><td>kernel_transformed_fixed[9][10]$_SDFF_PP0_</td></tr>
<tr><td>Worst hold-check path type</td><td>reg2reg</td></tr>
<tr><th colspan="2">Route</th></tr>
<tr><td>Total routed wirelength</td><td>178000 um</td></tr>
<tr><td>Antenna-violating nets left</td><td>0</td></tr>
<tr><td>Initial drt markers</td><td>2090</td></tr>
<tr><td>DRC viols</td><td>0</td></tr>
<tr><td>Via density per instance</td><td>4.32</td></tr>
<tr><td>Router iterations before antenna repair</td><td>5</td></tr>
<tr><td>Routed WL per cell</td><td>15.7 um</td></tr>
<tr><td>Vias after detailed routing</td><td>49000</td></tr>
<tr><th colspan="2">Flow run</th></tr>
<tr><td>Total number of warnings across the stage logs</td><td>561</td></tr>
<tr><td>Number of max-cap violations</td><td>0</td></tr>
<tr><th colspan="2">Place</th></tr>
<tr><td>Worst setup slack before clock tree synthesis</td><td>1.79 ns</td></tr>
<tr><td>Half-perimeter wire length after detailed placement</td><td>147000 um</td></tr>
<tr><td>Cell Area, Placed</td><td>80100 um2</td></tr>
<tr><td>Count of input and output buffers</td><td>255</td></tr>
<tr><td>Number of instances in the placed design</td><td>11100</td></tr>
<tr><td>Placer congestion estimate</td><td>0.909</td></tr>
<tr><th colspan="2">Run status</th></tr>
<tr><td>Outcome</td><td>finished, final reports clean</td></tr>
</table>
-- power breakdown --
part,internal (mW),switching [mW],leakage (nW)
clock,3.62,2.68,1.93
combinational,4.51,5.80,29.5
sequential,6.98,1.06,8.75
-- cell usage in the layout (no fill, tap or decap), types with 17 or more instances in the layout --
cell type                            n
sky130_fd_sc_hd__conb_1             42
sky130_fd_sc_hd__and3_1             34
sky130_fd_sc_hd__clkbuf_1           22
sky130_fd_sc_hd__a2111oi_0          17
sky130_fd_sc_hd__clkdlybuf4s50_1   254
sky130_fd_sc_hd__mux2i_1           109
sky130_fd_sc_hd__fa_1              506
sky130_fd_sc_hd__clkbuf_16         116
sky130_fd_sc_hd__or3_1              22
sky130_fd_sc_hd__a21oi_1           296
sky130_fd_sc_hd__nor2b_1           454
sky130_fd_sc_hd__nor2_1            717
sky130_fd_sc_hd__o21ai_0           182
sky130_fd_sc_hd__a21o_1            150
sky130_fd_sc_hd__xor2_1            131
sky130_fd_sc_hd__o21bai_1           71
sky130_fd_sc_hd__inv_1            1083
sky130_fd_sc_hd__a31oi_1            17
sky130_fd_sc_hd__nand2b_1           98
sky130_fd_sc_hd__dfxtp_1          1059
sky130_fd_sc_hd__nand3_1            22
sky130_fd_sc_hd__o21a_1             35
sky130_fd_sc_hd__ha_1             1224
sky130_fd_sc_hd__nand2_1           288
sky130_fd_sc_hd__nor3_1            147
sky130_fd_sc_hd__xnor2_1           409
sky130_fd_sc_hd__buf_4              19
sky130_fd_sc_hd__a21boi_0           25
sky130_fd_sc_hd__and2_1            353
-- metrics by stage --
step / power (mW) / hold slack, ns / utilization, %
CTS: 25.0 / 0.435 / 34.2
floorplan: 15.3 / 0.411 / -
detailed placement: 18.5 / 0.422 / 32.6
global placement: 18.5 / 0.417 / 32.6
finish: 24.7 / 0.433 / 34.2
global route: 26.6 / 0.456 / 34.2
-- area by class of cell --
class | instances | share of cell area (%)
tap | 3220 | 4.79
sequential | 1061 | 25.3
timing repair buffer | 277 | 3.28
inverter | 1085 | 4.84
antenna | 3 | 0.00892
clock buffer | 151 | 3.76
multi-input combinational | 5489 | 57.1
clock inverter | 66 | 1.01
-- cells by family (layout without fill, tap and decap cells) --
family,Yosys count,count (layout),share of synthesized area (%)
AND-OR/OR-AND,882,882,7.50
XOR/XNOR,540,540,6.38
adder cells (fa/ha/maj),1730,1730,34.3
buffers and inverters,1308,1579,6.84
flip-flops,1061,1061,28.6
multiplexers,112,112,1.52
other,2,45,0.0101
AND/OR/NAND/NOR,2183,2183,14.8
-- metal layers --
metal  part of all wire (%)  vias to the layer above
met2                     40                      924
met5                      0                        -
met3                    6.4                      200
met4                    3.0                        0
met1                     50                    22500
li1                       -                    25500
-- critical path, stage by stage (launching register included) --
cell	delay [ns]
sky130_fd_sc_hd__dfxtp_1	0.74
sky130_fd_sc_hd__nand2_1	0.17
sky130_fd_sc_hd__fa_1	0.57
sky130_fd_sc_hd__inv_1	0.04
sky130_fd_sc_hd__ha_1	0.28
sky130_fd_sc_hd__ha_1	0.28
sky130_fd_sc_hd__inv_1	0.05
sky130_fd_sc_hd__fa_1	0.50
sky130_fd_sc_hd__fa_1	0.54
sky130_fd_sc_hd__inv_1	0.07
sky130_fd_sc_hd__fa_1	0.46
sky130_fd_sc_hd__a21o_1	0.19
sky130_fd_sc_hd__a21oi_1	0.22
sky130_fd_sc_hd__o21bai_1	0.09
sky130_fd_sc_hd__a21oi_1	0.22
sky130_fd_sc_hd__o21ai_0	0.18
sky130_fd_sc_hd__a21o_1	0.20
sky130_fd_sc_hd__a21oi_1	0.16
sky130_fd_sc_hd__xnor2_1	0.13
sky130_fd_sc_hd__nor2_1	0.05
-- how the worst max path moves through the flow --
stage | slack (ns) | start | endpoint | depth (start not counted)
6_report | 1.81 | kernel_transformed_fixed[18][7]$_SDFF_PP0_ | ewmm_reg[30][27]$_SDFF_PP0_ | 19
4_1_cts | 1.77 | kernel_transformed_fixed[18][6]$_SDFF_PP0_ | ewmm_reg[27][26]$_SDFF_PP0_ | 20
5_1_grt | 1.37 | kernel_transformed_fixed[18][8]$_SDFF_PP0_ | ewmm_reg[30][27]$_SDFF_PP0_ | 19
Power is estimated from default activity; no workload was simulated.
